### flow/run.sh
#!/bin/bash
# OpenROAD 26Q1-2900-gdf79404cd8, Yosys 0.63+post, stock flow scripts
make -C /OpenROAD-flow-scripts/flow DESIGN_CONFIG=/design/flow/config.mk WORK_HOME=/design/flow/orfs finish
### flow/config.mk
export PLATFORM = sky130hd
export DESIGN_NAME = Ball
export DESIGN_NICKNAME = Ball
export VERILOG_FILES = /design/flow/design.v
export SDC_FILE = /design/flow/constraint.sdc
export NUM_CORES = 4
export LEC_CHECK = 1
export CORE_UTILIZATION = 30
### flow/constraint.sdc
current_design Ball

set clk_period 2.8
set clk_io_pct 0.2

create_clock -name clk0 -period $clk_period [get_ports {clk}]

set non_clock_inputs [all_inputs -no_clocks]
set_input_delay [expr $clk_period * $clk_io_pct] -clock clk0 $non_clock_inputs
set_output_delay [expr $clk_period * $clk_io_pct] -clock clk0 [all_outputs]
### flow/design.v
module Ball(
  input wire clk,
  output reg [63:0] data
  );
reg [2:0] x;
reg [2:0] y;
initial begin
  x = 3;
end
reg vx;
reg vy;
reg animation_clk;
reg [26:0] counter;
always @ (posedge clk) begin
    if(counter < 1_000_000) begin
      counter <= counter + 1;
    end else begin
      counter <= 0;
      animation_clk = ~animation_clk;
    end
end
always @ (posedge animation_clk) begin
  if(x == 1 && vx == 0) begin
    vx <= 1;
    x <= x + 1;
  end else if(x == 7 && vx == 1) begin
    vx <= 0;
    x <= x - 1;
  end else begin
    if(vx == 1) begin
      x <= x + 1;
    end else begin
      x <= x - 1;
    end
  end
  if(y == 0 && vy == 0) begin
    vy <= 1;
    y <= y + 1;
  end else if(y == 7 && vy == 1) begin
    vy <= 0;
    y = y - 1;
  end else begin
    if(vy == 1) begin
      y <= y + 1;
    end else begin
      y <= y - 1;
    end
  end
end  
always @ (posedge animation_clk) begin
  data <= (64'd1 << (y * 8 + x)) | (64'd1 << (y * 8 ));
end
endmodule
==> results.txt <==
impl run done, here's what came out: status finished, final reports clean, floorplan core area 10400 um2, hold_buf cts 0, RSZ-0062 raised after global routing no, clk slew on worst S/H paths 0.08 ns, Syn. warnings 1, Antenna diodes 0, filler instances 1032, WL final 5470 um, register area share after synthesis 62.3%, RR Startpoint counter[6], Synth Register Bits 100, Worst path max stage delay 0.60 ns, Cell Type Count 32, Die X 106 um, Inst Count DP 514, # Cells Yosys 319, die extent in y 106 um, Die Area 11200 um2, initial antenna violation count 0, root buf cell clkbuf_8, Critical Path, Cell by Cell o31ai_1, a2111oi_0, or3_1, Resized cells post-CTS 0, PortBufs 64, register pins left without a clock 72, Cell Rows 37, CP max stage cell or3_1, Worst Path Buf+Inv 0, Fin. Hold Viols 0, fin util 39.2%, global-route wire length before repair 9470 um, Setup TNS 0 ns, crit-path max FO 21, Peak Freq 0.535 GHz, CP Launch Type flip-flop, Syn-to-layout area delta 26.0%, CTS tree done, Tot Pwr 0.767 mW, pwr/cell area 189 nW/um2, post-CTS setup repair buffer count 0, Worst-Margin Slew 0.888 ns, vias in the first global route 2022, number of detailed-route iterations in the first pass 4, element type at the critical path end flip-flop, Top Layout Cells dfxtp_1, nor2_1, clkdlybuf4s50_1, nand2_1, inv_1, Global Route Usage Sum 10.6%, grt ovf 0, Starting Density 31.1%, max-cap violations 0, largest net degree at the start of global routing 73, cell area after synthesis 3230 um2, CP Data Required Time 2.71 ns, Detailed Route Iter0 Violations 70, clk latency of the worst-skew pair 0.26 ns, max-slew violation count 0, CTS H-tree depth 1, Max VDD drop 0.209 mV, Avg WL per Cell 10.6 um, routability congestion estimate 0.819, detailed-route via count 2134, Commonest Layout Cell dfxtp_1, I/O Pins 65, endpoints left unconstrained 136, crit path DAT 1.78 ns, CTS max path bufs 2, stage-log warning count 35, CTS Buf Count 3, final hold slack 0.453 ns, Crit Path Category reg2reg, final cell count without fillers 518, Avg Inst Size Synth 10.1 um2, synthesized instance count 319, hold_sp counter[19], Avg Vias per Cell 4.12, DR DRC count 0, Yosys chip area 3230 um2, Top delay family on crit path simple AND/OR/NAND/NOR gates, Rel. slew slack 40.7%, min cycle time layout 1.87 ns, proportion of layout cells with a drive suffix above 1 1.83%, final setup violation count 0, cycle use final 66.8%, worst hold path type reg2reg, HPWL Detailed 4160 um, antenna-violating nets left 0, worst setup path startpoint counter[6], LEAKAGE 1.49 nW, Worst Clk Skew 0.00499 ns
[final timing paths]
check                  endpoint  slack [ns]  cells after the start
hold reg to reg     counter[19]        0.45                      2
setup reg to reg  animation_clk        0.93                      3
setup / recovery  animation_clk        0.93                      3
hold / removal      counter[19]        0.45                      2
[state kept, by name (all words and copies together), names as in the netlist]
name	count
animation_clk	1
counter	27
data	64
vx	1
vy	1
x	3
y	3
[final cells by class]
cell class	instances	area (um2)	share of cell area (%)
flip-flops and latches	100	2010	49.5
multi-input cells	196	1130	27.7
repair buffers	65	648	15.9
well taps	136	170	4.18
inverters	17	63.8	1.57
clock buffers	4	45.0	1.11
[cell usage after synthesis]
library cell   n  area share (%)
nand4_2        1            0.39
nand3_2        1            0.31
clkinv_1       1            0.12
a21oi_1        5            0.78
clkbuf_1      11             1.3
mux2i_1        3            0.93
a41o_1         2            0.62
or3_1          5            0.97
xor2_1         7             1.9
ha_1          15             5.8
a31oi_1        3            0.58
xnor2_1       10             2.7
nor2_1        70             8.1
and4_2         1            0.31
nand4_1        4            0.78
and3_1         1            0.19
inv_1         16             1.9
nor4_1         3            0.58
nor2b_1        1            0.19
dfxtp_1       99              61
o21ai_0        3            0.47
clkbuf_2       1            0.15
or4_1          2            0.47
o31ai_1        3            0.70
a2111oi_0      1            0.27
conb_1         1            0.12
edfxtp_1       1            0.93
nor4b_1        1            0.27
nor3_1        12             1.9
nand2_1       20             2.3
and4_1         2            0.54
nand3_1       13             2.0
[cell families after synthesis]
family	share of synthesized area [%]
simple gates	19.3
mux	0.931
fa+ha+maj	5.82
compound gates	3.41
flops	62.3
xor+xnor	4.61
other cells	0.116
buf+inv	3.41
[report_power, final]
group          switching, mW  total (mW)  internal [mW]
clock network          0.106       0.208          0.102
logic                 0.0289      0.0317        0.00277
registers            0.00201       0.527          0.525
total                  0.137       0.767          0.630
[per-stage QoR]
| step | setup WS [ns] | instance area [um2] |
|---|---|---|
| finish | 0.930 | 4070 |
| detailed placement | 0.952 | 4020 |
| floorplan | 1.17 | 3250 |
| global placement | 0.965 | 4020 |
| global route | 0.796 | 4070 |
| CTS | 0.898 | 4070 |
[per-layer routing]
| metal | GRT usage [%] | vias to the layer above | wire length (um) |
|---|---|---|---|
| met5 | 0 | - | 0 |
| met4 | 0.397 | 0 | 0 |
| met3 | 0.505 | 0 | 187 |
| met2 | 18.1 | 46 | 2560 |
| met1 | 16.4 | 939 | 2720 |
| li1 | - | 1149 | - |
[worst reg2reg max path: stages (launching register included)]
cell	delay, ns
dfxtp_1	0.42
o31ai_1	0.10
a2111oi_0	0.38
or3_1	0.60
Power is estimated from default activity; no workload was simulated.
