## flow/design.v

```verilog
module shift_register_control(
  input sys_clk,
  input wire [63:0] data_in,
  output reg DATA,        
  output wire OE,         
  output reg LATCH,       
  output wire CLOCK,       
  output wire CLEAR       
  );
assign OE = 0;
assign CLEAR = 1;
reg [15:0] data_out;
reg [5:0] shift_counter;
reg [2:0] pointer;
reg start_clk;
assign CLOCK = sys_clk & start_clk;
initial begin
	shift_counter = 0;
	pointer = 0;
	start_clk = 0;
end
always @ (posedge sys_clk) begin
case(pointer)
	3'b000: data_out <= {(8'b0000_0001), ~data_in[7:0]  };
	3'b001: data_out <= {(8'b0000_0010), ~data_in[15:8] };
	3'b010: data_out <= {(8'b0000_0100), ~data_in[23:16]};
	3'b011: data_out <= {(8'b0000_1000), ~data_in[31:24]};
	3'b100: data_out <= {(8'b0001_0000), ~data_in[39:32]};
	3'b101: data_out <= {(8'b0010_0000), ~data_in[47:40]};
	3'b110: data_out <= {(8'b0100_0000), ~data_in[55:48]};
	3'b111: data_out <= {(8'b1000_0000), ~data_in[63:56]};
endcase
end
always @ (negedge sys_clk) begin
  if(shift_counter <= 15) begin
    start_clk <= 1;
    shift_counter <= shift_counter + 1;
    DATA <= data_out[shift_counter];
    LATCH = 0;
  end else begin
    shift_counter <= 0;
    LATCH <= 1;
    pointer <= pointer + 1;
  end
end
endmodule
module top (
    input CLK,         
    output LED,        
    output USBPU,      
    output PIN_18,     
    output PIN_17,     
    output PIN_19,     
    output PIN_20,     
    output PIN_15      
);
    assign USBPU = 0;  
reg [63:0] data;
reg [2:0] address;
reg [26:0] counter;
always @ (posedge CLK) begin
if(counter < 25_000_000) begin
  counter <= counter + 1;
end else begin
  counter <= 0;
      if(address < 5)begin
        address <= address + 1;
      end else begin
        address <= 0;
      end
end
case(address)
3'b000: data <= 64'd20345674416015432;  
3'b001: data <= 64'd15833244201140280;  
3'b010: data <= 64'd18085043209519160;  
3'b011: data <= 64'd18085043209519160;  
3'b100: data <= 64'd13590274169653296;  
3'b101: data <= 64'd18085043205324800;  
endcase
end
shift_register_control SRC(
  .sys_clk(CLK),
  .data_in(data),
  .DATA(PIN_18),
  .OE(PIN_17),
  .LATCH(PIN_19),
  .CLOCK(PIN_20),
  .CLEAR(PIN_15)
  );
endmodule
```

## flow/run.sh

```bash
#!/bin/bash
# OpenROAD 26Q1-2900-gdf79404cd8, Yosys 0.63+post, stock flow scripts
make -C /OpenROAD-flow-scripts/flow DESIGN_CONFIG=/design/flow/config.mk WORK_HOME=/design/flow/orfs finish
```

## flow/config.mk

```make
export PLATFORM = sky130hd
export DESIGN_NAME = top
export DESIGN_NICKNAME = top
export VERILOG_FILES = /design/flow/design.v
export SDC_FILE = /design/flow/constraint.sdc
export NUM_CORES = 4
export LEC_CHECK = 1
export CORE_UTILIZATION = 50
```

## flow/constraint.sdc

```tcl
current_design top

set clk_period 5.7
set clk_io_pct 0.2

create_clock -name clk0 -period $clk_period [get_ports {CLK}]

set non_clock_inputs [all_inputs -no_clocks]
set_input_delay [expr $clk_period * $clk_io_pct] -clock clk0 $non_clock_inputs
set_output_delay [expr $clk_period * $clk_io_pct] -clock clk0 [all_outputs]
```

==> notes.md <==
The synthesis and place-and-route flow finished, so here is a summary.

The run finished with clean final reports. Looking at the reg2reg group, the worst path ends at SRC.data_out[3]. The final layout contains routed wiring with a total length of 4405 um. Setup repair after global routing left no endpoint under its margin.

The average wire length per cell after detail routing came out at 12.30 um. In this run the full chip footprint comes out at 5778 um^2. The hold path depth came out at 1.

The worst-path maximum fanout came out at 1. The launch point of the worst reg-to-reg path is SRC.pointer[0]. The worst path buffer plus inverter count is 1.

The category of the worst setup path launch point is a register. The most frequent logic cell in the layout is dfxtp_1. The global-route wire length before repair is 7693 um.

As logged by OpenROAD, the buffers inserted on ports number 3. The unique cell type count in the Yosys netlist came out at 48. The post-route total power came out at 0.001187 W. Per the post-CTS timing run, clock transition at the registers of the reported paths is 0.06 ns. Data arrives at the worst endpoint at 4.20 ns.

The proportion of power drawn by flip-flops and latches is 0.478. The aggregate global routing overflow came out at 0. The horizontal die size came out at 76.01 um.

The combinational fraction of design power is 0.129. The post-detailed-route count of antenna-violating nets came out at 0. The maximum number of pins on one net before global-route repair came out at 23. Headroom to the max-slew limit came out at 0.6775. The post-synth count of flops with an enable pin is 16.

The sum of net half-perimeters after detailed placement came out at 2908 um. The register share after synthesis came out at 0.5043. The overall track demand over capacity in global routing came out at 0.1730. The setup-violating endpoint count in the final report came out at 0. The count of state elements after synthesis is 61. The count of warnings emitted by yosys is 3. In the log, the iteration count for the first detailed-route pass is 4.

The prevailing post-synth register cell is dfxtp_1. The DRC marker count from the first detailed-route iteration is 92. The number of hold violations in the final report is 0.

The part of the total power dissipated in the clock network is 0.393. The switching power summed over all nets came out at 0.0003079 W. The cell type of the slowest stage on the worst timing path is clkdlybuf4s50_1. The ratio of cells with drive above 1 in the final layout came out at 0.1076. The post-synthesis chip area from yosys came out at 2739 um^2. The via count of the first global-routing pass is 1705. The run reported a max-capacitance violation count of 0. The worst clock skew is 0.06151 ns.

The number of design rule violations left after detail routing is 0. Of the total power, the share spent switching nets is 0.2594. Per the OpenROAD timing report, the critical path contains 2 cells. Setup slack on the worst reg-to-reg path comes out at 1.24 ns.

The count of boundary I/O pins came out at 8. On the critical path the largest part of the delay comes from buffers and inverters. The synthesized netlist handed to floorplanning was reported with a cell count of 262.

The classification of the worst-slack hold path is reg -> reg. For this run, asynchronously set or reset flops after synthesis account for 0. The final weighted congestion in routability-driven placement came out at 0.8253. Each instance of the synthesized netlist takes up on average 10.45 um^2. Dividing the detail-routed via count by the number of cells gives 5.193. In the final layout, the fill cell count is 432. The number of buffers added to fix hold violations after cts came out at 0. The setup TNS is 0 ns.

The final report gives the core utilization as 0.5954. The tightest hold margin is 0.4317 ns. The leakage component of the power was reported as 1.234 nW.

The floorplan step records an initial core utilization of 0.5262. The worst reg2reg path depth came out at 5. From synthesis to final layout, the design area changed by 13.16%. The worst voltage drop across the vdd grid came out at 241.5 uV. The kind of end point of the critical path is an output port. The site row count is 26. Hold analysis lists the worst path endpoint as SRC.data_out[6]. The count of vias placed by the detailed router came out at 1859.

Yosys stat counts 262 cells in the synthesized netlist. The top cell types in the final layout, fill and taps aside, are dfxtp_1 (45), inv_1 (24), a21oi_1 (22), edfxtp_1 (16). The initial antenna violation count is 0. For the worst setup path, the data required time is 4.56 ns. Traced cell by cell, the critical path runs through and2_1 -> clkdlybuf4s50_1. The post-CTS setup repair buffer count is 0. The worst-skew pair later-pin latency is 0.49 ns. Measured along the y axis, the die boundary spans 76.01 um.

The post-cts sizing count is 0. The max-slew violation total from the final report came out at 0. The critical setup path kind is reg -> out. The stage logs contain a warning count of 35. The internal power summed over all cells came out at 0.0008789 W. The delay contributed by the slowest stage of the critical path is 0.39 ns.

The power density relative to cell area came out at 383.0 nW/um^2. The summed instance area of the synthesized netlist is 2739 um^2. TritonCTS built the clock tree. The slew at the pin closest to its max-slew limit is 0.4715 ns. The number of inserted diodes is 0. The core region is 5205 um^2.

Per the hold report, the tightest min-delay path originates at data[6].
==> per-layer routing <==
layer	routed length, um	track usage
met5	0	0
met2	1883	0.2445
met3	203	0.06326
met1	2253	0.2723
met4	64	0.03077
==> sequential cells by signal, indices dropped and copies added (netlist names) <==
| name | count |
|---|---|
| address | 3 |
| SRC.DATA | 1 |
| data | 8 |
| SRC.start_clk | 1 |
| SRC.data_out | 11 |
| SRC.shift_counter | 6 |
| SRC.LATCH | 1 |
| SRC.pointer | 3 |
| counter | 27 |
==> power groups by stage <==
| stage | clock network [W] | logic [W] | registers [W] |
|---|---|---|---|
| CTS | 0.000481 | 0.000156 | 0.000568 |
| finish | 0.000467 | 0.000153 | 0.000567 |
| global route | 0.000509 | 0.000179 | 0.000574 |
==> area by class of cell <==
class                           count  area (um^2)  area share
Sequential cell                    61         1381      0.4457
Multi-Input combinational cell    180         1252      0.4041
Tap cell                           70        87.58     0.02826
Inverter                           12        45.04     0.01453
Clock buffer                       17        242.7     0.07832
Clock inverter                     14        55.05     0.01776
Timing Repair Buffer                4        35.03     0.01130
==> logic make-up after synthesis <==
family          Yosys count  share of synthesized area
fa+ha+maj                14                    0.06396
other cells               2                   0.002742
xor+xnor                 16                    0.05117
compound gates           51                     0.1156
flops                    61                     0.5043
simple gates             84                     0.1809
buf+inv                  27                    0.04660
mux                       7                    0.03472
==> how the worst max path moves through the flow <==
| stage | startpoint | to |
|---|---|---|
| after CTS | SRC.start_clk | PIN_20 |
| after global routing | SRC.start_clk | PIN_20 |
| final | SRC.start_clk | PIN_20 |
==> through the flow <==
stage | setup WS [ns] | cells | area [um^2]
finish | 0.3554 | 358 | 3099
global route | 0.2923 | 358 | 3099
CTS | 0.3267 | 358 | 3099
detailed placement | 0.8736 | 329 | 2815
global placement | 0.8746 | 329 | 2815
floorplan | 1.271 | 268 | 2761
==> synthesized netlist by cell type, types with 2 or more instances <==
cell	instances	area, um^2
or3_1	6	37.54
or4_1	3	22.52
or3b_2	2	17.52
and3_1	4	25.02
buf_4	4	30.03
ha_1	14	175.2
nor2_1	9	33.78
mux2i_1	5	50.05
nor3_1	3	15.01
dfxtp_1	45	900.9
buf_2	3	15.01
clkbuf_1	5	18.77
a22oi_1	7	52.55
xor2_1	8	70.07
nor2b_1	4	25.02
nand4_2	2	25.02
edfxtp_1	16	480.5
inv_1	13	48.80
o31ai_1	3	22.52
a21boi_0	2	15.01
nor3b_1	2	15.01
nor4_1	4	25.02
a21oi_1	22	110.1
nand3_1	14	70.07
nand4_1	3	18.77
xnor2_1	8	70.07
mux4_2	2	45.04
and2_1	8	50.05
or4_4	2	22.52
o21ai_0	8	40.04
nand2_1	13	48.80
conb_1	2	7.510
Power is estimated from default activity; no workload was simulated.
